$ cat /design/flow/design.v
module lfsr_rng (
    clk,
    rst,
    ce,
    out
);
parameter INTERNAL_WIDTH    = 31;
parameter OUT_WIDTH         = 9;
parameter OUT_MIN           = 1;
parameter OUT_MAX           = 479;
parameter FEEDBACK_FF_INDEX = 27;
input clk;
input rst;
input ce;
output reg [OUT_WIDTH-1:0] out;
reg [INTERNAL_WIDTH-1:0] internal;
initial begin
    internal <= '1;
    out      <= OUT_MIN;
end
always_ff @(posedge clk) begin
    if (rst) begin
        internal <= '1;
        out      <= OUT_MIN;
    end else if (ce) begin
        internal <= (internal << 1) | (internal[INTERNAL_WIDTH-1] ^ internal[FEEDBACK_FF_INDEX]);
        if (internal[OUT_WIDTH-1:0] >= OUT_MIN && internal[OUT_WIDTH-1:0] <= OUT_MAX) begin
            out <= internal;
        end
    end
end
endmodule
$ cat /design/flow/run.sh
#!/bin/bash
# OpenROAD 26Q1-2900-gdf79404cd8, Yosys 0.63+post, stock flow scripts
make -C /OpenROAD-flow-scripts/flow DESIGN_CONFIG=/design/flow/config.mk WORK_HOME=/design/flow/orfs finish
$ cat /design/flow/config.mk
export PLATFORM = sky130hd
export DESIGN_NAME = lfsr_rng
export DESIGN_NICKNAME = lfsr_rng
export VERILOG_FILES = /design/flow/design.v
export SDC_FILE = /design/flow/constraint.sdc
export NUM_CORES = 4
export LEC_CHECK = 1
export CORE_UTILIZATION = 30
$ cat /design/flow/constraint.sdc
current_design lfsr_rng

set clk_period 3.0
set clk_io_pct 0.2

create_clock -name clk0 -period $clk_period [get_ports {clk}]

set non_clock_inputs [all_inputs -no_clocks]
set_input_delay [expr $clk_period * $clk_io_pct] -clock clk0 $non_clock_inputs
set_output_delay [expr $clk_period * $clk_io_pct] -clock clk0 [all_outputs]
==> results.sh <==
# physical design summary
export IMPL_period_used_pct=67.8
export IMPL_critPathKind="primary input to flip-flop"
export IMPL_fp_coreArea_sq_mm=0.00479
export IMPL_clk_pin_slew_ns=0.07
export IMPL_drtAntennaViolNets=0
export IMPL_drc=0
export IMPL_clock_skew_ns=0.00898
export IMPL_async_flop_share_pct=0
export IMPL_grt_pass1_vias=862
export IMPL_whs_ns=0.453
export IMPL_mappedNetlistArea_sq_mm=0.00151
export IMPL_syn_avg_cell_area_sq_um=10.3
export IMPL_p_per_area_mw_per_mm2=538
export IMPL_yosysWarningCount=1
export IMPL_required_ns=3.17
export IMPL_yosys_area_top_type="dfxtp_1"
export IMPL_ys_cells=146
export IMPL_postSynthSeqShare_pct=53.0
export IMPL_ctsResizeCount=0
export IMPL_maxSlewHeadroom_pct=43.8
export IMPL_worst_pin_slew_ns=0.842
export IMPL_cts_tree="yes"
export IMPL_port_buffers=11
export IMPL_ys_flops=40
export IMPL_top_cell="nand2_1"
export IMPL_postCtsSetupBuffers=0
export IMPL_p_leak_uw=0.000718
export IMPL_status="finished clean"
export IMPL_h_tree_depth=2
export IMPL_root_buffer="clkbuf_8"
export IMPL_synth_distinct_cells=19
export IMPL_use_met3_pct=2.24
export IMPL_viasPerCell=4.40
export IMPL_antenna_found_initial=0
export IMPL_fin_setup_tns_ns=0
export IMPL_drive_above_1_share_pct=8.92
export IMPL_worstSkewPairLatency_ns=0.29
export IMPL_yosys_most_used_dff="dfxtp_1"
export IMPL_placedCellCount=217
export IMPL_drv_cap=0
export IMPL_chipArea_sq_mm=0.00532
export IMPL_tool_warnings=25
export IMPL_fin_cells=224
export IMPL_slew_viol_final=0
export IMPL_drt_iter0_drc=37
export IMPL_cts_hold_buf=0
export IMPL_grt_use_total_pct=9.43
export IMPL_wl_mm=2.28
export IMPL_area_growth_pct=15.8
export IMPL_cts_sinks=40
export IMPL_io_pins=12
export IMPL_grt_max_degree=30
export IMPL_critPathBufInv=3
export IMPL_drt_pass1_iter_count=3
export IMPL_yosys_area_sq_mm=0.00151
export IMPL_hold_class="flip-flop to flip-flop"
export IMPL_gr_total_overflow=0
export IMPL_post_route_util_pct=36.5
export IMPL_arrival_ns=2.21
export IMPL_gp_congestion=0.758
export IMPL_use_met2_pct=13.8
export IMPL_startpoint_type="primary input"
export IMPL_synth_cells=146
export IMPL_hold_viol_final=0
export IMPL_wl_per_cell_microns=10.2
export IMPL_slowest_delay_ns=0.68
export IMPL_ir_drop_uv=262
export IMPL_rows=25
export IMPL_fp_util_pct=31.6
export IMPL_rsz0062_at_grt="no"
export IMPL_critical_path_top_delay_family="buffers and inverters"
export IMPL_antenna_cells=0
export IMPL_grt_util_met1_pct=14.4
export IMPL_hpwl_mm=1.54
export IMPL_synth_top_area_share_pct=53.0
export IMPL_cp_cell_sequence="clkdlybuf4s50_1 -> inv_1 -> buf_4 -> nand2_1"
export IMPL_num_vias=986
export IMPL_edf_count=0
export IMPL_grt_pass1_wl_mm=3.91
export IMPL_clockBufferDepth=2
export IMPL_max_freq_mhz=492
export IMPL_die_h_microns=73.0
export IMPL_numCtsBuffers=5
export IMPL_die_x_microns=73.0
export IMPL_worstPathMaxFanout=29
export IMPL_fin_crit_ns=2.03
export IMPL_synthTopCellsByCount="41 x nand2_1, 40 x dfxtp_1, 29 x mux2i_1"
export IMPL_grt_busiest_layer="met1"
export IMPL_setup_viol=0
export IMPL_topCellsByArea="dfxtp_1 53%, mux2i_1 19%, nand2_1 10%"
export IMPL_end_kind="flip-flop"
export IMPL_slowest_stage="inv_1"
## stage by stage
stage / worst slack [ns] / total power, uW / area (sq um)
CTS: 0.964 / 957 / 1750
detailed placement: 0.674 / 636 / 1670
global route: 0.823 / 983 / 1750
floorplan: 1.59 / 611 / 1510
finish: 0.966 / 941 / 1750
global placement: 0.748 / 634 / 1670
## layer usage
layer,vias to the layer above,share of wire [%]
met3,7,3.9
met2,14,40
met4,0,2.6
met1,451,54
met5,-,0
li1,514,-
## power breakdown
part           switching [uW]  internal (uW)  total [uW]  leakage (uW)
Combinational            34.4           34.5        68.8      0.000352
Sequential               9.58            544         554      0.000326
Clock                     161            158         319     0.0000410
## worst register-to-register path, cell delays in order, from the launching register on
cell and delay, ns:
dfxtp_1 0.37, nand4_2 0.14, nand2_4 0.09, a41oi_4 0.35
mux2i_1 0.22
## registers in the layout, summed over array words and instances (netlist names)
| name | cells |
|---|---|
| internal | 31 |
| out | 9 |
## cell usage in the layout (no fill, tap or decap)
cell             instances
o32ai_1                  3
clkdlybuf4s50_1         10
o211ai_1                 3
nor4_4                   1
nand2_4                  1
nand2_1                 41
clkinv_2                 1
mux2i_1                 29
dfxtp_1                 40
xnor2_1                  1
nor3_2                   1
o21ai_0                  1
a41oi_4                  1
buf_2                    1
inv_1                    4
clkbuf_1                 1
clkbuf_8                 5
o21ai_1                  4
nor2_1                   2
nand4_2                  1
or3b_1                   4
buf_4                    2
## cells by family after synthesis
| logic type | synth area share [%] |
|---|---|
| buf+inv | 3.81 |
| xor+xnor | 0.580 |
| compound gates | 6.71 |
| simple gates | 16.7 |
| mux | 19.2 |
| flops | 53.0 |
## final cells by class
cell class              count  area, sq um
clock inverters             1         5.00
fillers                   477         3040
well taps                  67         83.8
flip-flops and latches     40          801
multi-input cells          93          652
inverters                   4         15.0
repair buffers             13          120
clock buffers               6         72.6
## path summary, 6_finish.rpt
path / cells after the start / startpoint / endpoint / slack, ns
worst max-delay path: 4 / rst / internal[16]$_SDFFE_PP1P_ / 0.97
worst min-delay path: 2 / out[1]$_SDFFE_PP0P_ / out[1]$_SDFFE_PP0P_ / 0.45
worst max register to register: 4 / internal[7]$_SDFFE_PP1P_ / out[4]$_SDFFE_PP0P_ / 1.76
worst min register to register: 2 / out[1]$_SDFFE_PP0P_ / out[1]$_SDFFE_PP0P_ / 0.45
Power figures rest on the tool's default switching activity, not on a simulated workload.

File: /design/flow/run.sh
#!/bin/bash
# OpenROAD 26Q1-2900-gdf79404cd8, Yosys 0.63+post, stock flow scripts
make -C /OpenROAD-flow-scripts/flow DESIGN_CONFIG=/design/flow/config.mk WORK_HOME=/design/flow/orfs finish
File: /design/flow/design.v
module bcd_adder (
    a,
    b,
    cin,
    sum,
    cout
);
input [3:0] a, b;
input       cin;
output [3:0] sum;
output       cout;
wire [4:0] binary_sum = a + b + cin;
assign cout = binary_sum > 9;
assign sum  = cout ? binary_sum + 3'd6 : binary_sum;
endmodule
File: /design/flow/config.mk
export PLATFORM = sky130hd
export DESIGN_NAME = bcd_adder
export DESIGN_NICKNAME = bcd_adder
export VERILOG_FILES = /design/flow/design.v
export SDC_FILE = /design/flow/constraint.sdc
export NUM_CORES = 4
export LEC_CHECK = 1
export CORE_AREA = 10 10 70 70
export DIE_AREA = 0 0 80 80
File: /design/flow/constraint.sdc
current_design bcd_adder

set clk_period 6.5
set clk_io_pct 0.2

create_clock -name clk0 -period $clk_period

set non_clock_inputs [all_inputs -no_clocks]
set_input_delay [expr $clk_period * $clk_io_pct] -clock clk0 $non_clock_inputs
set_output_delay [expr $clk_period * $clk_io_pct] -clock clk0 [all_outputs]
==> results_dict.tcl <==
# collected from the flow reports
set metrics [dict create \
    hold_path_startpoint "cin" \
    drc 0 \
    path_cells "clkdlybuf4s50_1 > fa_1 > fa_1 > xnor2_1 > ha_1 > a31o_1 > o31ai_4 > mux2i_1 > clkdlybuf4s50_1" \
    worstSetupEndpointType "primary output" \
    critical_path.n_buffers_inverters 2 \
    synthCells 22 \
    wire_per_inst_um 7.72 \
    worst_path_dominant_cell_family "adder cells" \
    path_class "in2out" \
    die_w_um 80 \
    netlist.area_leader.share 0.237 \
    via_count_of_the_first_global_routing_pass 216 \
    power.clock.fraction 0 \
    crit_slowest_cell "clkdlybuf4s50_1" \
    drt_pass1_iterations 2 \
    post_synth_num_cell_types 14 \
    top_cells_by_area "ha_1, fa_1, o31ai_4" \
    netlist.top_cell.by_instances "ha_1" \
    power_density_mw_per_mm2 128 \
    antenna_cells 0 \
    dp_cells 82 \
    whs_path_depth 3 \
    finalWorstPathRequiredPeriod_ns 5.60 \
    sequential_cell_area_in_the_final_layout_um2 0 \
    vdd.ir_drop.worst_mv 0.0255 \
    cpPeakStageDelay_ns 0.49 \
    cts_hold_repair.buffers 0 \
    pwr-share-seq 0 \
    cellLeakagePower_nw 0.150 \
    postCtsSetupBuffers 0 \
    final_layout_size_suffix_gt1_frac 0.0556 \
    netlist_top_cells_count "ha_1, a21oi_1, fa_1, inv_1, xnor2_1" \
    antenna_found_initial 0 \
    fillCellCount 401 \
    io-pin-count 14 \
    timing.critical_path.depth 9 \
    netSwitchingPower_mw 0.0188 \
    post_synth.cell_area_avg_um2 9.61 \
    rsz_0062_raised_after_global_routing "no" \
    routed_wl_um 633 \
    grt.total_usage 0.0190 \
    synth.yosys.chip_area_um2 211 \
    run_status "finished clean" \
    final_core_utilization 0.120 \
    detailroute.via_count 208 \
    routed_via_density 2.54 \
    syn2layout_area_growth_pct 93.5 \
    first_pass_grt_wire_length_um 986 \
    seq_area_frac_synth 0 \
    gp_congestion 0.782 \
    yosysWarnings 0 \
    highest_achievable_clock_rate_ghz 0.179 \
    grt_start_max_net_pins 5 \
    cp_max_fo 3 \
    clockBufferCount 0 \
    internal-power_mw 0.0336 \
    path_class_of_the_lowest_slack_min_delay_path "in2out" \
    setup_viol 0 \
    finalClockPeriodUsage 0.861 \
    tightest_slew_ns 0.392 \
    fin_cells 82 \
    startpoint_class_of_the_critical_path "input port" \
    net_switching_share_of_the_total_power 0.359 \
    core_outline_area_mm2 0.00342 \
    fp.dieArea_mm2 0.00640 \
    netlist_area_um2 211 \
    die-height_um 80 \
    portBuffers 14 \
    initialDrtViolationCount 4 \
    max_cap_viol_count 0 \
    timing.critical_path.from "a[0]" \
    grt_overflow_total 0 \
    post_cts.resized_instances 0 \
    timing.setup.tns_ns 0 \
    synth_area_leader_cell "ha_1" \
    power.combinational.fraction 1.000 \
    cp_data_arrival_time_ns 4.30 \
    multi_input_comb_area_um2 204 \
    tool_warnings 32 \
    timing_max_transition_violations_final 0 \
    max_slew_margin 0.739 \
    worst-endpoint-required_ns 5.20 \
    nFlopsAndLatches 0 \
    row_count 21 \
    yosys_cells 22 \
    final_hold_viol_count 0 \
    floorplan.initialDensity 0.0619 \
    antenna_violating_nets_post_route 0 \
]
[layout make-up]
cell class                      instances  share of cell area
Multi-Input combinational cell         20               0.498
Inverter                                2              0.0183
Tap cell                               46               0.141
Timing Repair Buffer                   14               0.343
[per-layer routing]
layer,share of wire,up-vias,track usage
met3,0.28,0,0.0193
met4,0,0,0
met2,0.22,13,0.0217
met1,0.50,81,0.0252
li1,-,114,-
met5,0,-,0
[stage by stage]
| step | hold WS [ns] | power, mW | setup slack, ns | area [µm²] |
|---|---|---|---|---|
| floorplan | 2.73 | 0.0240 | 2.02 | 211 |
| global placement | 3.73 | 0.0515 | 0.942 | 409 |
| detailed placement | 3.74 | 0.0530 | 0.884 | 409 |
| finish | 3.72 | 0.0524 | 0.902 | 409 |
| global route | 3.75 | 0.0587 | 0.746 | 409 |
| CTS | 3.73 | 0.0532 | 0.880 | 409 |
[kinds of logic after synthesis]
family,Yosys count,synth area share
adders and majority gates,6,0.426
AOI/OAI and AO/OA,8,0.325
muxes,1,0.0473
and+or+nand+nor,3,0.0829
xor gates and xnor gates,2,0.0829
buffers and inverters,2,0.0355
[worst paths after layout]
| path | end |
|---|---|
| worst min-delay path | sum[0] |
| worst max-delay path | sum[2] |
[layout by cell type (no fill, tap or decap)]
master / count
o31ai_4: 1
ha_1: 4
o22ai_1: 1
clkdlybuf4s50_1: 14
a31o_1: 1
inv_1: 2
and3_1: 1
nor2b_1: 1
mux2i_1: 1
a21o_2: 1
a2111oi_0: 1
nand3_1: 1
a21oi_1: 3
xnor2_1: 2
fa_1: 2
[worst min-delay path, stage by stage]
cell	delay [ns]
clkdlybuf4s50_1	0.47
fa_1	0.18
clkdlybuf4s50_1	0.47
[power groups by stage]
stage | clock network (mW) | logic, mW | registers, mW
5_1_grt | 0 | 0.0587 | 0
4_1_cts | 0 | 0.0532 | 0
6_report | 0 | 0.0524 | 0
Power is estimated from default activity; no workload was simulated.
